[/design/flow/run.sh]
#!/bin/bash
# OpenROAD 26Q1-2900-gdf79404cd8, Yosys 0.63+post, stock flow scripts
make -C /OpenROAD-flow-scripts/flow DESIGN_CONFIG=/design/flow/config.mk WORK_HOME=/design/flow/orfs finish
[/design/flow/config.mk]
export PLATFORM = sky130hd
export DESIGN_NAME = prng
export DESIGN_NICKNAME = prng
export VERILOG_FILES = /design/flow/design.v
export SDC_FILE = /design/flow/constraint.sdc
export NUM_CORES = 4
export LEC_CHECK = 1
export CORE_AREA = 10 10 70 70
export DIE_AREA = 0 0 80 80
[/design/flow/constraint.sdc]
current_design prng

set clk_period 1.5
set clk_io_pct 0.2

create_clock -name clk0 -period $clk_period [get_ports {clk}]

set non_clock_inputs [all_inputs -no_clocks]
set_input_delay [expr $clk_period * $clk_io_pct] -clock clk0 $non_clock_inputs
set_output_delay [expr $clk_period * $clk_io_pct] -clock clk0 [all_outputs]
[/design/flow/design.v]
module prng#(parameter N = 17)
				(input logic clk, reset, 
				 output logic [N-1:0] q);
	logic [N-1:0] random;
	logic [N-1:0] next;
	logic feedback;
	always @(posedge clk, posedge reset)
		begin 
			if (reset)
				begin
					random <= 1;  
			end     
		else if (clk == 1'b1)
			random <= next;
	end
	assign feedback = random[16] ^ random[15] ^ random[9] ^ random[3] ^ random[0];
	assign next = {feedback, random[N-1:1]};
	assign q = random;
endmodule  
==> flow_summary.ini <==
; implementation run metrics
[timing]
fin_worst_skew_ps = 1.18
final.hold.worst_slack_ps = 316
final_hold_viol_count = 0
finalWorstSetupSlack_ps = 60.5
layout_worst_path_cycle_share = 0.960
max_clock_freq_mhz = 695
max-slew-margin-rel = 0.844
final_period_minus_worst_setup_slack_ps = 1440
final-setup-viol-count = 0
max_slew.worst_pin.slew_ps = 233
maxSlewViolCount = 0

[power]
power_mw = 0.706
worst_ir_drop_vdd_uv = 327
power-per-cell-area_nw_per_um2 = 906
cellLeakagePower_nw = 0.427

[clock_tree]
cts_max_path_buffers = 2
clock_tree_from_tritoncts = built
clk_transition_reported_paths_ps = 90
cts_hold_buffers_added = 0
cts-root-buf = sky130_fd_sc_hd__clkbuf_4
cts.htree.levels = 1
clock_sink_count = 17
clk-insertion-delay-late_ps = 280
cts-buffers-inserted = 3

[place]
pre_cts_ws_ps = 214
cells_after_dpl = 86
dpl-instance-area_um2 = 716
gp_congestion = 0.680
port_bufs = 18
dpl.hpwl_um = 771

[run]
tool_warnings = 25
max-cap-violations = 0

[setup_path]
regToRegStartpoint = random[15]$_DFF_PP0_
cp.required_ps = 1200
start_kind = register
critical_path.slowest_cell = sky130_fd_sc_hd__clkdlybuf4s50_1
arrival_ps = 1140
setup.worst_path.class = reg -> out
timing.reg2reg.worst_path_depth = 3
critical_path.reg2reg.endpoint = random[16]$_DFF_PP0_
crit_path_end_kind = output port
r2r_slack_ps = 380
crit_path_max_fanout = 3
path_cells = clkdlybuf4s50_1
crit_path_max_incr_delay_ps = 470
worstPathBufferInverterCount = 1
cpLargestDelayFamily = buffers and inverters

[yosys]
synth.avg_cell_area_um2 = 22.4
yosys_warnings = 1
ys_cells = 21
yosysSeqAreaShare = 0.907
syn_area_um2 = 470
ys_chip_area_um2 = 470
postSynthCellCount = 21
netlist-cell-type-count = 6
synth_flop_count = 17

[floorplanning]
die_height_um = 80
die_w_um = 80
design.die.area_um2 = 6400
fp_util = 0.138
design.core.area_um2 = 3420
fp-row-count = 21
top_level_port_count = 19

[route]
drt_first_iter_violations = 5
remaining_drc_errors = 0
drt_wl_total_mm = 1.00
count_of_tritonroute_iterations_in_the_first_routing_pass = 2
avgRoutedWirePerCell_um = 10.7
antenna_cells = 0
detailroute.via_count = 254
antenna_violating_nets_post_route = 0
vias_per_cell = 2.70

[run_status]
status = finished, final reports clean

[global_routing]
via_count_of_the_first_global_routing_pass = 295
globalRoute.totalOverflow = 0
global_routing_usage_summed_across_all_routing_layers = 0.0322
grt_pass1_wl_mm = 1.56
largest_net_degree_at_the_start_of_global_routing = 18
antenna_violations_before_repair = 0

[final_layout]
finish.cell_count_without_fillers = 94
final_cell_mix = 16 x sky130_fd_sc_hd__dfrtp_1, 14 x sky130_fd_sc_hd__clkdlybuf4s50_1, 5 x sky130_fd_sc_hd__buf_4, 3 x sky130_fd_sc_hd__clkbuf_4, 3 x sky130_fd_sc_hd__dlymetal6s2s_1
top_register = random
lay_top_count = sky130_fd_sc_hd__dfrtp_1
reg.largest.list = random (17)
largest_register_ffs = 17
drive_gt1_frac = 0.208
synthToLayoutAreaGrowth_pct = 65.7
finish.instance_area_um2 = 779

[min_path]
worst_hold_path_type = in -> async
-- cells in the mapped netlist (all sizes together) --
cell type / count / area share
inv: 1 / 0.0080
xor2: 1 / 0.019
dfstp: 1 / 0.056
xnor2: 1 / 0.019
xnor3: 1 / 0.048
dfrtp: 16 / 0.85
-- worst max-delay path by stage --
stage / depth (start not counted) / start / endpoint / slack, ps
finish: 1 / random[3]$_DFF_PP0_ / q[3] / 60
global route: 1 / random[3]$_DFF_PP0_ / q[3] / -9
CTS: 1 / random[4]$_DFF_PP0_ / q[4] / 10
-- metal layers --
metal	vias up	share of wire	wire (um)	GRT usage
li1	120	-	-	-
met1	118	0.44	444	0.0424
met2	16	0.35	351	0.0353
met3	0	0.21	207	0.0352
met4	0	0	0	0.00176
met5	-	0	0	0
-- through the flow --
step / TNS, ps / util
floorplan: 0 / -
global placement: 0 / 0.210
detailed placement: 0 / 0.210
CTS: 0 / 0.219
global route: -8.96 / 0.228
finish: 0 / 0.228
-- power by group --
group          total, mW  switching (mW)  internal [mW]
sequential         0.458               0          0.458
clock              0.235           0.136         0.0990
combinational     0.0131         0.00892        0.00419
-- layout make-up --
class / count / area [um^2]
fillers: 374 / 2640
well taps: 46 / 57.6
clock buffers: 3 / 22.5
flip-flops and latches: 17 / 427
clock inverters: 1 / 5.00
inverters: 1 / 3.75
repair buffers: 23 / 224
multi-input cells: 3 / 40.0
-- what timing repair did --
item | 4_1_cts | 5_1_grt
cloned | 0 | 0
endpoints found under the setup margin | 1 | 5
gates resized | 1 | 3
setup buffers | 1 | 3
pin swaps | 0 | 0
-- kinds of logic after synthesis --
group	share of synthesized area
flops	0.907
buf+inv	0.00797
xor+xnor	0.0851
No activity file was given, so power comes from the tool's default toggle rates.
