### design/flow/design.v
module parser #(parameter N = 17)
		(input logic [N-1:0]d,
		output logic [3:0] ones, tens, hundreds, thousands, ten_thousands, hundred_thousands);
	assign ones = d % 6 + 1;
	assign tens = (d / 6) % 6 + 1;
	assign hundreds = (d / (6 ** 2)) % 6 + 1;
	assign thousands = (d / (6 ** 3)) % 6 + 1;
	assign ten_thousands = (d / (6 ** 4)) % 6 + 1;
	assign hundred_thousands = (d / (6 ** 5)) % 6 + 1;
endmodule 
### design/flow/run.sh
#!/bin/bash
# OpenROAD 26Q1-2900-gdf79404cd8, Yosys 0.63+post, stock flow scripts
make -C /OpenROAD-flow-scripts/flow DESIGN_CONFIG=/design/flow/config.mk WORK_HOME=/design/flow/orfs finish
### design/flow/config.mk
export PLATFORM = sky130hd
export DESIGN_NAME = parser
export DESIGN_NICKNAME = parser
export VERILOG_FILES = /design/flow/design.v
export SDC_FILE = /design/flow/constraint.sdc
export NUM_CORES = 4
export LEC_CHECK = 1
export CORE_UTILIZATION = 30
### design/flow/constraint.sdc
current_design parser

set clk_period 24.7
set clk_io_pct 0.2

create_clock -name clk0 -period $clk_period

set non_clock_inputs [all_inputs -no_clocks]
set_input_delay [expr $clk_period * $clk_io_pct] -clock clk0 $non_clock_inputs
set_output_delay [expr $clk_period * $clk_io_pct] -clock clk0 [all_outputs]
==> results.sh <==
# implementation run metrics
export IMPL_start_kind="input pin"
export IMPL_number_of_global_route_vias_before_repair=8549
export IMPL_postLayoutCoreUtil_pct=32.0
export IMPL_synth_avg_cell_area_um2=6.60
export IMPL_detailedRoute_firstPassIterationCount=5
export IMPL_report_final_hold_viol_count=0
export IMPL_drive_gt1_share_pct=8.17
export IMPL_detailedPlace_worstSlack_ns=6.77
export IMPL_setup_violations_final=0
export IMPL_finalWeightedCongestion=0.965
export IMPL_min_period_over_period_pct=73.3
export IMPL_wirelength_um=26000
export IMPL_fillCellCount=2977
export IMPL_worstMarginPinSlew_ns=0.916
export IMPL_drt_iter0_markers=1046
export IMPL_n_antenna_cell=0
export IMPL_setup_repair_after_global_routing_missed_its_margin="false"
export IMPL_wire_length_of_the_first_global_routing_pass_um=42900
export IMPL_critical_path_required_ns=19.76
export IMPL_cp_num_buf_inv=4
export IMPL_ys_warnings_count=0
export IMPL_hold_depth=3
export IMPL_die_height_um=171
export IMPL_drc=0
export IMPL_globalRoute_totalOverflow=0
export IMPL_ys_chip_area_mm2=0.00854
export IMPL_antenna_violation_net_count_after_detailed_routing=0
export IMPL_drt_met1_wl_um=12500
export IMPL_synth_cell_type_count=117
export IMPL_boundaryPins=41
export IMPL_synth_top_area_share_pct=7.28
export IMPL_numPlacedInstances=1627
export IMPL_grt_start_max_net_pins=66
export IMPL_maxCapViolations=0
export IMPL_outcome="finished clean"
export IMPL_fin_cells=1627
export IMPL_final_common_cell="sky130_fd_sc_hd__nor2_1"
export IMPL_top_cells_by_area="sky130_fd_sc_hd__xnor2_1 (7.3%), sky130_fd_sc_hd__a21oi_1 (5.2%), sky130_fd_sc_hd__nor2_1 (4.8%)"
export IMPL_power_density_mw_per_mm2=106
export IMPL_cp_data_arrival_time_ns=13.16
export IMPL_ys_seq_share_pct=0
export IMPL_max_vdd_ir_drop_uv=55.1
export IMPL_cts_setup_buffers=0
export IMPL_mostFrequentLayoutCells="sky130_fd_sc_hd__nor2_1 (110), sky130_fd_sc_hd__nand2_1 (94), sky130_fd_sc_hd__a21oi_1 (88), sky130_fd_sc_hd__xnor2_1 (71), sky130_fd_sc_hd__o21ai_0 (70)"
export IMPL_path_class="in -> out"
export IMPL_port_buffer_count=41
export IMPL_layout_clock_buffers=0
export IMPL_register_area_um2=0
export IMPL_crit_start="d[9]"
export IMPL_cell_total_in_the_yosys_stat_output=1294
export IMPL_synth_cell_area_mm2=0.00854
export IMPL_post_syn_instances=1294
export IMPL_routed_met3_length_um=1090
export IMPL_period_needed_ns=18.10
export IMPL_core_region_area_mm2=0.0279
export IMPL_finalWorstSetupSlack_ns=6.60
export IMPL_worst_path_dominant_cell_family="AND-OR/OR-AND gates"
export IMPL_floorplan_initialDensity_pct=30.7
export IMPL_worst_path_stages=29
export IMPL_route_met2_wl_um=11900
export IMPL_grt_antenna_before_repair=0
export IMPL_via_per_inst=6.05
export IMPL_maxSlewHeadroom_pct=39.0
export IMPL_numSequentialCells=0
export IMPL_syn2layout_area_growth_pct=4.53
export IMPL_warning_count=33
export IMPL_critical_path_max_fanout=39
export IMPL_post_dp_hpwl_um=19100
export IMPL_end_kind="primary output"
export IMPL_cellLeakagePower_uw=0.00310
export IMPL_final_hold_worst_slack_ns=10.83
export IMPL_cts_hold_buffers=0
export IMPL_maxClockFrequency_ghz=0.0552
export IMPL_dieWidth_um=171
export IMPL_cts_resized=0
export IMPL_fin_setup_tns_ns=0
export IMPL_worstHoldPathType="in -> out"
export IMPL_maxSlewViolCount=0
export IMPL_fp_dieArea_mm2=0.0291
export IMPL_avgRoutedWirePerCell_um=16.0
export IMPL_critical_path_slowest_cell="sky130_fd_sc_hd__clkinv_1"
export IMPL_top_layer_used="met4"
export IMPL_crit_path_end="ten_thousands[2]"
export IMPL_largest_area_cell="sky130_fd_sc_hd__xnor2_1"
export IMPL_route_vias_total=9845
export IMPL_globalRouteTotalUtil_pct=17.5
export IMPL_worst_path_largest_cell_delay_ns=0.62
export IMPL_rows=61
worst min-delay path, delay by kind of cell:
family | cells | cell delay (ns)
buffers and inverters | 3 | 0.95
layout make-up:
type / instances / area, um^2 / area share, %
inverter: 49 / 184 / 2.06
tap: 378 / 473 / 5.30
timing repair buffer: 59 / 510 / 5.72
multi-input combinational: 1141 / 7760 / 86.9
logic make-up after synthesis:
| kind of cell | count (synthesis) | synth area share [%] |
|---|---|---|
| buffers and inverters | 153 | 9.14 |
| XOR/XNOR | 83 | 8.69 |
| AND/OR/NAND/NOR | 488 | 30.0 |
| adder cells (fa/ha/maj) | 24 | 3.28 |
| AND-OR/OR-AND | 506 | 43.9 |
| multiplexers | 40 | 5.00 |
where the power goes:
part / leakage (uW) / switching [uW] / internal [uW]
clock network: 0 / 0 / 0
logic: 0.00310 / 469 / 476
registers: 0 / 0 / 0
total: 0.00310 / 469 / 476
per-layer routing:
| layer | track usage [%] | vias up |
|---|---|---|
| li1 | - | 4901 |
| met1 | 25.2 | 4637 |
| met2 | 28.8 | 269 |
| met3 | 0.730 | 38 |
| met4 | 4.39 | 0 |
| met5 | 0 | - |
cells in the mapped netlist (all sizes together) (7+ instances only):
library cell	number
nand2	95
clkbuf	51
mux2	8
maj3	8
o211ai	33
o32ai	7
a221oi	10
o21ai	83
o21a	11
a211o	13
a21o	17
o221ai	11
nor2	111
o2111ai	8
inv	44
a2111oi	8
a21boi	13
nor2b	18
nand2b	22
o22ai	16
or3	21
xnor2	72
nand3b	14
a32oi	7
xor2	11
buf	53
o31ai	19
ha	16
nor3	51
and3	22
a21oi	97
a22oi	10
or2	11
and2	16
a22o	8
a31oi	30
nand3	49
a311oi	8
mux2i	31
nor4	11
nand4	11
a211oi	34
worst min path at each step:
| stage | startpoint | end | slack, ns |
|---|---|---|---|
| finish | d[0] | ones[0] | 10.83 |
| global route | d[0] | ones[0] | 10.88 |
| CTS | d[0] | ones[0] | 10.84 |
metrics by stage:
| stage | instance area [um^2] | total power (uW) |
|---|---|---|
| 6_report | 8930 | 945 |
| 5_1_grt | 8930 | 1060 |
| 4_1_cts | 8930 | 949 |
| 3_5_place_dp | 8930 | 943 |
| 3_3_place_gp | 8930 | 938 |
| 2_1_floorplan | 8540 | 648 |
Power and IR drop assume default switching activity.
