`./run.sh`:
```
#!/bin/bash
# OpenROAD 26Q1-2900-gdf79404cd8, Yosys 0.63+post, stock flow scripts
make -C /OpenROAD-flow-scripts/flow DESIGN_CONFIG=/design/flow/config.mk WORK_HOME=/design/flow/orfs finish
```
`./config.mk`:
```
export PLATFORM = sky130hd
export DESIGN_NAME = modulator
export DESIGN_NICKNAME = modulator
export VERILOG_FILES = /design/flow/design.v
export SDC_FILE = /design/flow/constraint.sdc
export NUM_CORES = 4
export LEC_CHECK = 1
export CORE_AREA = 10 10 111 111
export DIE_AREA = 0 0 121 121
```
`./constraint.sdc`:
```
current_design modulator

set clk_period 4.0
set clk_io_pct 0.2

create_clock -name clk0 -period $clk_period [get_ports {clk}]

set non_clock_inputs [all_inputs -no_clocks]
set_input_delay [expr $clk_period * $clk_io_pct] -clock clk0 $non_clock_inputs
set_output_delay [expr $clk_period * $clk_io_pct] -clock clk0 [all_outputs]
```
`./design.v`:
```
module counter #(parameter N = 24)
		(input logic clk,
		input logic reset,
		output logic [N-1:0] q);
	always_ff @(posedge clk, posedge reset)
		if (reset) q <= 0;
		else q <= q + 1;
endmodule
module modulator #(parameter N = 24, M = 22)
	(
		input logic clk, reset,
		output logic out
	);
	logic [N-1:0] q;
	counter count (
		.clk(clk),
		.reset(reset),
		.q(q)
	);
	sync SYNC (
		.clk(clk),
		.d(q[M]),
		.q(out)
	);
endmodule
module sync(input logic clk,
				input logic d,
				output logic q);
	logic n1;
	always_ff@(posedge clk)
	  begin
	    n1 <= d;  
	    q <= n1;  
	  end
endmodule
```
==> reports/summary.txt <==
outcome: completed
Setup CP Type: reg2out
final worst setup slack: 2.16 ns
fin. max-slew vios: 0
clock slew at reported path FFs: 0.09 ns
total negative slack: 0 ns
most frequent logic cell in the layout: dfrtp_1
Mean Syn Cell Area: 12.2 um2
YS chip area: 1060 um2
synthesized area: 1060 um2
ys cells: 87
max cap viols: 0
post-CTS sizing: 0
clock group share of total power: 36.9%
fmax: 545 MHz
Top Layout Cells: dfrtp_1, xnor2_1, nand3_1
CTS tree: built
power share of the combinational group: 1.5%
Sw Ratio: 20.8%
Worst Path Arrival: 1.04 ns
first-pass GRT wire length: 2.77 mm
hpwl dp: 1.07 mm
Seq/Total Area, Yosys: 58.0%
die width: 121 um
post-synth cell types: 20
Top cells by area: dfrtp_1, xnor2_1, xor2_1, dfxtp_1, nand4_1
vias per std cell: 2.64
vias in the first global route: 590
# H-tree levels: 1
layout cell share with drive strength beyond 1: 12.8%
final hold slack: 0.339 ns
cycle use final: 45.9%
number of remaining DRC errors: 0
largest net degree at the start of global routing: 24
Setup violations, final: 0
WP buf/inv: 1
Startpoint Class: flip-flop
RSZ-0062 raised after global routing: no
Power Dens Cells: 314 nW/um2
WL/cell: 6.78 um
global route total overflow: 0
Post CTS Setup Buffer Count: 0
tool warning count: 25
Filler Cells Inserted: 1114
number of I/O pins: 3
FP Core Util: 10.8%
number of I/O port buffers: 2
vias: 600
slew margin rel.: 79.3%
Root Buffer Master: clkbuf_8
Slew @ Worst Pin: 0.309 ns
CP endpoint kind: primary output
TritonCTS buffer count: 3
largest area contributor in the netlist: dfrtp_1
max incr delay on CP: 0.45 ns
antenna cells: 0
Syn Inst Count: 87
Pre-Repair DR Iteration Count: 2
Final Util: 13.2%
Critical Path RT: 3.20 ns
critical-path maximum fanout: 1
VDD IR max: 0.131 mV
Top delay family on crit path: buffers and inverters
RePlAce Congestion: 0.750
Seq pwr share: 61.6%
crit path cell chain: clkdlybuf4s50_1
clk_skew: 0.00474 ns
cell internal pwr: 0.000324 W
worst-case clock buffer depth: 2
post-route insts no fill: 227
synth warn: 2
die area: 14600 um2
clock sink count: 25
Std-Cell Rows: 36
P&R area growth vs syn: 22.9%
LEAKAGE: 0.543 nW
Synthesized registers: 25
minimum clock period: 1.84 ns
Final Hold Vio Count: 0
gr usage total: 2.24%
Die Y-Extent: 121 um
placed cells: 223
initial antenna violation count: 0
routed wire length: 1.54 mm
HP Class: reg2reg
DRT antenna net count: 0
dpl ws: 2.44 ns
Latency at later pin: 0.27 ns
Hold Buf Count CTS: 0
CP max stage cell: clkdlybuf4s50_1
core area: 9860 um2
Area leader share: 54.2%
sw power: 0.0000854 W
number of DRC markers in iteration 0: 21
## worst paths after layout
kind | startpoint | endpoint | slack (ns) | depth (start not counted)
setup / recovery | SYNC.q | out | 2.16 | 1
hold / removal | SYNC.n1 | SYNC.q | 0.34 | 0
setup reg to reg | count.q[0] | count.q[20] | 2.53 | 5
hold reg to reg | SYNC.n1 | SYNC.q | 0.34 | 0
max in group asynchronous | reset | count.q[22] | 2.90 | 3
min in group asynchronous | reset | count.q[0] | 0.86 | 3
## metrics by stage
step	power [W]	instance area, um2
floorplan	0.000261	1060
global placement	0.000264	1250
detailed placement	0.000264	1250
CTS	0.000417	1300
global route	0.000429	1300
finish	0.000410	1300
## sequential cells by signal, indices dropped and copies added (netlist names)
register	cells
SYNC.q	1
SYNC.n1	1
count.q	23
## area by class of cell
cell class                      instances  area [um2]  area share (%)
Clock buffer                            3        41.3            3.17
Multi-Input combinational cell         57         427            32.7
Tap cell                              133         166            12.8
Sequential cell                        25         616            47.2
Timing Repair Buffer                    3        27.5            2.11
Clock inverter                          1        7.51           0.576
Inverter                                5        18.8            1.44
## cells in the mapped netlist (all sizes together)
master	number
and3	2
and2	2
dfxtp	2
nand3	8
xor2	5
nor2	6
nor4	2
xnor2	16
nand2	6
ha	1
dfrtp	23
inv	5
nand4	8
nor3	1
## per-layer routing
layer	routed length [um]	vias up	GRT usage [%]
met5	0	-	0
met4	0	0	0.151
met3	69	0	0.850
met2	598	7	2.89
met1	870	286	3.53
li1	-	307	-
## cells by family after synthesis
group	synth area share (%)
xor+xnor	17.3
fa+ha+maj	1.18
buf+inv	1.77
flops	58.0
simple gates	21.7
## power groups by stage
stage       logic, W  registers (W)  clock network (W)
6_report  0.00000620       0.000252           0.000151
4_1_cts   0.00000650       0.000252           0.000159
5_1_grt   0.00000720       0.000252           0.000170
Power figures rest on the tool's default switching activity, not on a simulated workload.
